==> ./design.v <==
module	uart(
	input			clk,
	input			sys_rst_n,
	input			uart_rxd,	
	output			uart_txd
);
parameter			FREQ	=	50000000;
parameter			BPS		=	9600;
wire				en;
wire		[7:0]	uart_data;
uart_recv	 #(                           
    .FREQ       	(FREQ),        
    .BPS       		(BPS))
u_uart_recv(
	.sys_clk        (clk),
	.sys_rst_n      (sys_rst_n),
	.uart_rxd       (uart_rxd),
	.uart_txd		(uart_data),
	.rx_done		(en)
);
uart_send	 #(                           
    .FREQ       	(FREQ),        
    .BPS       		(BPS))
u_uart_send(
	.sys_clk        (clk),
	.sys_rst_n      (sys_rst_n),
	.uart_din		(uart_data),
	.tx_en			(en),
	.uart_txd		(uart_txd)
);
endmodule 
module	uart_recv(
	input			sys_clk,
	input			sys_rst_n,
	input			uart_rxd,
	output	reg[7:0]	uart_txd,
	output	reg		rx_done
);
parameter			BPS		=		9600;
parameter			FREQ	=		50000000;
localparam			BPS_CNT	=		FREQ / BPS;
wire				start_flag;		 
reg					uart_rxd_d0;
reg					uart_rxd_d1;
reg					rx_flag;		 
reg		[3:0]		rx_cnt;			 
reg		[15:0]		bps_cnt;		 
reg		[7:0]		tx_data;		 
assign	start_flag	=	uart_rxd_d1	&	(~uart_rxd_d0);		 
always@(posedge	sys_clk	or	negedge	sys_rst_n)begin
	if(!sys_rst_n)begin
		uart_rxd_d0		<=		1'b0;
		uart_rxd_d1		<=		1'b0;
		end
	else	begin
		uart_rxd_d0		<=		uart_rxd;
		uart_rxd_d1		<=		uart_rxd_d0;
		end
end
always@(posedge	sys_clk	or	negedge	sys_rst_n)begin
	if(!sys_rst_n)
		rx_flag			<=		1'b0;
	else	
		if(start_flag)
			rx_flag		<=		1'b1;
		else if((bps_cnt == BPS_CNT/2)  &&	(rx_cnt	== 4'd9))   
			rx_flag		<=		1'b0;
		else
			rx_flag		<=		rx_flag;
end
always@(posedge	sys_clk	or	negedge	sys_rst_n)begin
	if(!sys_rst_n)begin
		bps_cnt			<=		16'd0;
		rx_cnt			<=		4'd0;
		end
	else if(rx_flag)
		if(bps_cnt	<	BPS_CNT -1'b1)begin
			bps_cnt		<=		bps_cnt	+	1'b1;
			rx_cnt		<=		rx_cnt;
			end
		else	begin
			bps_cnt		<=		16'd0;
			rx_cnt		<=		rx_cnt	+	1'b1;
			end
	else	begin
		bps_cnt			<=		16'd0;
		rx_cnt			<=		4'd0;
		end
end
always@(posedge	sys_clk	or	negedge	sys_rst_n)begin
	if(!sys_rst_n)
		tx_data			<=		8'd0;
	else	if(rx_flag)		
			if(bps_cnt ==	BPS_CNT/2)begin
				case(rx_cnt)
					4'd1	:	tx_data[0]	<=	uart_rxd_d1;
					4'd2	:	tx_data[1]	<=	uart_rxd_d1;
					4'd3	:	tx_data[2]	<=	uart_rxd_d1;
					4'd4	:	tx_data[3]	<=	uart_rxd_d1;
					4'd5	:	tx_data[4]	<=	uart_rxd_d1;
					4'd6	:	tx_data[5]	<=	uart_rxd_d1;
					4'd7	:	tx_data[6]	<=	uart_rxd_d1;
					4'd8	:	tx_data[7]	<=	uart_rxd_d1;
					default	:	;
				endcase
				end
			else
				tx_data		<=		tx_data;
	else
		tx_data		<=		8'd0;
end
always@(posedge	sys_clk	or	negedge	sys_rst_n)begin
	if(!sys_rst_n)begin
		rx_done		<=		1'b0;
		uart_txd	<=		8'd0;
		end
	else	if(rx_cnt == 4'd9)begin
				rx_done		<=		1'b1;
				uart_txd	<=		tx_data;
			end
	else	begin
			rx_done		<=		1'b0;
			uart_txd	<=		8'd0;
			end
end
endmodule
module	uart_send(
	input			sys_clk,
	input			sys_rst_n,
	input	[7:0]	uart_din,
	input			tx_en,
	output	reg		uart_txd
);
parameter			BPS		=		9600;
parameter			FREQ	=		50000000;
localparam			BPS_CNT	=		FREQ / BPS;
wire				start_flag;
reg					tx_en_d0;	
reg					tx_en_d1;
reg					tx_flag;		 
reg		[15:0]		bps_cnt;
reg		[3:0]		tx_cnt;
reg		[7:0]		tx_data;
assign		start_flag	=		tx_en	&&	(~tx_en_d1);
always@(posedge	sys_clk	or	negedge	sys_rst_n)begin
	if(!sys_rst_n)begin
		tx_en_d0		<=		1'b0;
		tx_en_d1		<=		1'b0;
		end
	else	begin
		tx_en_d0		<=		tx_en;
		tx_en_d1		<=		tx_en_d0;
		end
end
always@(posedge	sys_clk	or	negedge	sys_rst_n)begin
	if(!sys_rst_n)begin
		bps_cnt			<=		16'd0;
		tx_cnt			<=		4'd0;
		end
	else	if(bps_cnt	<	BPS_CNT-1)begin
			bps_cnt			<=		bps_cnt+1'b1;
			tx_cnt			<=		tx_cnt;
			end
	else	begin
		bps_cnt			<=		16'd0;
		tx_cnt			<=		tx_cnt+1'b1;
		end
end
always@(posedge	sys_clk	or	negedge	sys_rst_n)begin
	if(!sys_rst_n)begin
		tx_flag			<=		1'b0;
		tx_data			<=		8'd0;
		end
	else if(start_flag)begin
			tx_flag		<=		1'b1;
			tx_data		<=		uart_din;
			end
	else if((tx_cnt==4'd9)&&(bps_cnt==BPS_CNT/2))begin
			tx_flag		<=		1'b0;
			tx_data		<=		8'd0;
			end
		else begin	
			tx_flag		<=		tx_flag;
			tx_data		<=		tx_data;
			end
end
always@(posedge	sys_clk	or	negedge	sys_rst_n)begin
	if(!sys_rst_n)
		uart_txd		<=		1'b1;		 
	else if(tx_flag)
			case(tx_cnt)
				4'd0	:	uart_txd	<=	1'b0; 
				4'd1	:	uart_txd	<=	tx_data[0];
				4'd2	:	uart_txd	<=	tx_data[1];
				4'd3	:	uart_txd	<=	tx_data[2];
				4'd4	:	uart_txd	<=	tx_data[3];
				4'd5	:	uart_txd	<=	tx_data[4];
				4'd6	:	uart_txd	<=	tx_data[5];
				4'd7	:	uart_txd	<=	tx_data[6];
				4'd8	:	uart_txd	<=	tx_data[7];
				4'd9	:	uart_txd	<=	1'b1; 
				default	:	uart_txd	<=	1'b1;
				endcase
		else
			uart_txd	<=	1'b1;
end
endmodule
==> ./run.sh <==
#!/bin/bash
# OpenROAD 26Q1-2900-gdf79404cd8, Yosys 0.63+post, stock flow scripts
make -C /OpenROAD-flow-scripts/flow DESIGN_CONFIG=/design/flow/config.mk WORK_HOME=/design/flow/orfs finish
==> ./config.mk <==
export PLATFORM = sky130hd
export DESIGN_NAME = uart
export DESIGN_NICKNAME = uart
export VERILOG_FILES = /design/flow/design.v
export SDC_FILE = /design/flow/constraint.sdc
export NUM_CORES = 4
export LEC_CHECK = 1
export CORE_UTILIZATION = 40
==> ./constraint.sdc <==
current_design uart

set clk_period 4.7
set clk_io_pct 0.2

create_clock -name clk0 -period $clk_period [get_ports {clk}]

set non_clock_inputs [all_inputs -no_clocks]
set_input_delay [expr $clk_period * $clk_io_pct] -clock clk0 $non_clock_inputs
set_output_delay [expr $clk_period * $clk_io_pct] -clock clk0 [all_outputs]
==> impl_metrics.ini <==
; flow metrics
[layout]
area.combinational_um2 = 1540
regArea_um2 = 1800
final.fill_count = 760
area_growth_pct = 8.91
layout-drive-gt1-share = 0.101

[clock_network]
cts_tree = yes
clock_insertion_delay_worst_skew_ns = 0.34
ctsResizeCount = 0
cts_num_sinks = 72
clk_pin_slew_ns = 0.08
htree_num_levels = 3
ctsRootBufferMaster = sky130_fd_sc_hd__clkbuf_8
cts_hold_buf = 0
post_cts_buffers = 0
cts-buffers-inserted = 9
clk_path_buf_depth = 2

[place]
buffer_ports.inserted = 3
finalWeightedCongestion = 0.841
place_ws_ns = 2.61
post-dp-hpwl_mm = 3.86

[logic_synthesis]
synthDominantAreaCellType = sky130_fd_sc_hd__dfrtp_1
main_area_contributors_after_synthesis = sky130_fd_sc_hd__dfrtp_1 (52%), sky130_fd_sc_hd__ha_1 (4.4%), sky130_fd_sc_hd__xor2_1 (3.3%)
synth-seq-area-share = 0.524
yosys.cell_types.count = 59
synth-seq-cells = 72
ys_area_um2 = 3440
mappedNetlistArea_um2 = 3440
yosysMostFrequentCell = sky130_fd_sc_hd__dfrtp_1
edf_count = 0
common_cells = sky130_fd_sc_hd__dfrtp_1 (71), sky130_fd_sc_hd__nor2_1 (26), sky130_fd_sc_hd__nand2_1 (21)
async_flop_share = 1.00
number_of_standard_cells_after_synthesis = 309
top_cell_area_share = 0.517
synthesis.area_per_instance_um2 = 11.1
yosys_most_used_dff = sky130_fd_sc_hd__dfrtp_1
yosysWarningCount = 2
yosysCellCount = 309

[sta]
fmaxAchievable_ghz = 0.448
tightest_slew_ns = 0.916
finalHoldViolCount = 0
fin_ws_ns = 2.47
rsz0062_at_grt = no
relSlewSlack = 0.386
final.period_utilization = 0.475
finalSetupTns_ns = 0
slew_violations = 0
clock-skew-final_ns = 0.0107
timing.final.crit_period_ns = 2.23
final-setup-viol-count = 0

[route]
dr_total_vias = 2190
detail_route.drc_violations = 0
detail_route.vias_per_cell = 5.18
wl_mm = 5.85
drtPass1Iterations = 4
insertedDiodeCount = 0
drt-wirelength-per-cell_um = 13.8
drt_iter0_drc = 125
remaining_antenna_violation_count_after_routing = 0

[floorplan]
pin_count = 4
chip_area_um2 = 8970
placeableCoreArea_um2 = 8260
die_width_um = 94.7
die_height_um = 94.7
fp-row-count = 33
pre_placement_core_utilization = 0.417

[grt]
overflow_left_after_global_routing = 0
grt_first_pass_wirelength_mm = 10.3
largest_net_degree_at_the_start_of_global_routing = 51
grt_pass1_vias = 2158
initial_antenna_violation_count = 0
grt_usage = 0.151

[worst_setup_path]
critPathRequiredTime_ns = 3.76
critical_path.n_buffers_inverters = 1
crit_arrival_ns = 1.29
setup.worst_path.end_class = primary output
cp.depth = 1
crit_path_cell_chain = clkdlybuf4s50_1
critPathTopFamily = flip-flops
crit_path_max_fanout = 1
start_kind = register
critical-path-slowest-cell = sky130_fd_sc_hd__dfstp_2
reg2reg_depth = 5
r2r_setup_slack_ns = 2.58
slowest_delay_ns = 0.52
worstSetupPathType = register to primary output

[min_path]
holdPathStages = 0
timing.hold.worst.class = register to register

[power]
vdd_ir_drop_max_v = 0.000326
power-per-cell-area_nw_per_um2 = 397
static-leakage-power_nw = 1.68

[run]
warning_count = 33
drv.max_cap_violation_count = 0

[run_status]
outcome = finished clean
==> routing by layer <==
layer / vias to the layer above / wire length, um / global-route usage
li1: 1104 / - / -
met4: 0 / 27 / 0.0114
met3: 4 / 182 / 0.0384
met5: - / 0 / 0
met1: 1055 / 3060 / 0.241
met2: 27 / 2580 / 0.225
==> path summary, 6_finish.rpt <==
check	from	endpoint
max	u_uart_send.uart_txd$_DFF_PN1_	uart_txd
min	u_uart_send.tx_en_d0$_DFF_PN0_	u_uart_send.tx_en_d1$_DFF_PN0_
max reg2reg	u_uart_recv.bps_cnt[0]$_DFF_PN0_	u_uart_recv.bps_cnt[12]$_DFF_PN0_
min reg2reg	u_uart_send.tx_en_d0$_DFF_PN0_	u_uart_send.tx_en_d1$_DFF_PN0_
max in group asynchronous	sys_rst_n	u_uart_recv.bps_cnt[8]$_DFF_PN0_
min in group asynchronous	sys_rst_n	u_uart_send.tx_en_d1$_DFF_PN0_
==> layout make-up <==
cell class	instances	area share
Inverter	12	0.0120
Timing Repair Buffer	4	0.00868
Tap cell	105	0.0351
Clock buffer	10	0.0341
Clock inverter	6	0.0180
Multi-Input combinational cell	214	0.411
Sequential cell	72	0.481
==> power breakdown <==
part	switching (W)	total (W)	internal, W
registers	0.0000755	0.000753	0.000677
logic	0.000138	0.000257	0.000119
clock network	0.000231	0.000478	0.000247
==> registers in the layout (all words and copies together) (netlist names) <==
register                 cells
u_uart_recv.bps_cnt         16
u_uart_recv.rx_cnt           4
u_uart_recv.rx_done          1
u_uart_recv.rx_flag          1
u_uart_recv.tx_data          8
u_uart_recv.uart_rxd_d0      1
u_uart_recv.uart_rxd_d1      1
u_uart_recv.uart_txd         8
u_uart_send.bps_cnt         16
u_uart_send.tx_cnt           4
u_uart_send.tx_data          8
u_uart_send.tx_en_d0         1
u_uart_send.tx_en_d1         1
u_uart_send.tx_flag          1
u_uart_send.uart_txd         1
==> placed cells by master, fill, tap and decap left out, types with 3 or more instances in the layout <==
cell type,instances
sky130_fd_sc_hd__and2_1,12
sky130_fd_sc_hd__clkbuf_8,9
sky130_fd_sc_hd__nor4_1,4
sky130_fd_sc_hd__nand2_1,21
sky130_fd_sc_hd__a22o_1,8
sky130_fd_sc_hd__xor2_1,13
sky130_fd_sc_hd__nand4_1,11
sky130_fd_sc_hd__nor3_1,4
sky130_fd_sc_hd__conb_1,6
sky130_fd_sc_hd__nand3_1,11
sky130_fd_sc_hd__inv_1,12
sky130_fd_sc_hd__nand2b_1,4
sky130_fd_sc_hd__and3_1,5
sky130_fd_sc_hd__o31ai_1,5
sky130_fd_sc_hd__a21o_1,3
sky130_fd_sc_hd__nor2_1,26
sky130_fd_sc_hd__xnor2_1,8
sky130_fd_sc_hd__dfrtp_1,71
sky130_fd_sc_hd__o211ai_1,8
sky130_fd_sc_hd__and4_1,4
sky130_fd_sc_hd__mux2i_1,6
sky130_fd_sc_hd__ha_1,12
==> per-stage QoR <==
stage          instances  total power, W  instance area (um^2)   util  hold WS [ns]
4_1_cts              423         0.00152                  3750  0.454         0.357
3_3_place_gp         407         0.00102                  3550  0.430         0.334
2_1_floorplan        314        0.000943                  3460      -         0.331
5_1_grt              423         0.00159                  3750  0.454         0.362
3_5_place_dp         407         0.00102                  3550  0.430         0.344
6_report             423         0.00149                  3750  0.454         0.353
==> logic make-up (layout without fill, tap and decap cells) <==
kind of cell	after synthesis	after routing	share of synthesized area
flip-flops	72	72	0.524
XOR/XNOR	21	21	0.0535
other	1	6	0.00109
AND-OR/OR-AND	49	49	0.129
adder cells (fa/ha/maj)	12	12	0.0437
buffers and inverters	28	32	0.0338
multiplexers	7	7	0.0218
AND/OR/NAND/NOR	119	119	0.193
Power figures rest on the tool's default switching activity, not on a simulated workload.
