## flow/run.sh

```bash
#!/bin/bash
# OpenROAD 26Q1-2900-gdf79404cd8, Yosys 0.63+post, stock flow scripts
make -C /OpenROAD-flow-scripts/flow DESIGN_CONFIG=/design/flow/config.mk WORK_HOME=/design/flow/orfs finish
```

## flow/design.v

```verilog
module clk_div #(
    parameter div_n_RegWith = 10
) (
    input  wire                     clk,
    input  wire [div_n_RegWith-1:0] div_n,
    input  wire                     rst_n,
    output wire                     clk_out
);
  reg                     div_clk;
  reg [div_n_RegWith-1:0] div_clk_cnt;
  always @(posedge clk or negedge rst_n) begin
    if (!rst_n) div_clk_cnt = 0;
    else if (div_clk_cnt < div_n) div_clk_cnt = div_clk_cnt + 1;
    else div_clk_cnt = 0;
  end
  always @(*) begin
    if (div_clk_cnt <= (div_n / 2)) div_clk = 1;
    else div_clk = 0;
  end
  assign clk_out = (div_n == 0) ? (clk) : (div_clk);
endmodule   
```

## flow/constraint.sdc

```tcl
current_design clk_div

set clk_period 4.6
set clk_io_pct 0.2

create_clock -name clk0 -period $clk_period [get_ports {clk}]

set non_clock_inputs [all_inputs -no_clocks]
set_input_delay [expr $clk_period * $clk_io_pct] -clock clk0 $non_clock_inputs
set_output_delay [expr $clk_period * $clk_io_pct] -clock clk0 [all_outputs]
```

## flow/config.mk

```make
export PLATFORM = sky130hd
export DESIGN_NAME = clk_div
export DESIGN_NICKNAME = clk_div
export VERILOG_FILES = /design/flow/design.v
export SDC_FILE = /design/flow/constraint.sdc
export NUM_CORES = 4
export LEC_CHECK = 1
export CORE_AREA = 10 10 100 100
export DIE_AREA = 0 0 110 110
```

==> deck_impl_summary.md <==
Flow Results at a Glance

Final timing
  • Period minus WS final: 4.15 ns
  • Max-slew headroom: 39.2%
  • RSZ-0062 raised after global routing: false
  • Final hold violations: 0
  • Worst-Margin Slew: 0.912 ns
  • Fin Hold WS: 0.581 ns
  • Max Fclk: 0.241 GHz
  • Setup TNS: 0 ns
  • Final WS setup: between 0.4 and 0.5 ns
  • Final Max Slew Viols: 0
  • Cycle use final: 90.1%
  • Final setup vio count: 0
  • Final Skew: ~0.0025 ns

Clock network
  • Clock transition at path regs: 0.05 ns
  • Setup bufs post-CTS: 0
  • Post-CTS Resized: 0
  • Cts hold-fix bufs: 0
  • Worst-Skew Late Latency: 0.34 ns
  • CTS tree: built

Yosys
  • Yosys Instances: approximately 100
  • Yosys synthesis chip area: about 990 um^2
  • Post-synth cell types: 29
  • Netlist Area Pre-Place: between 900 and 1000 um^2
  • Seq share, synth: between 20 and 30%
  • Synth Instances: 102
  • Yosys warnings: 1
  • Synth Area per Inst: 9.68 um^2
  • Flops & latches, synth: 10

Layout
  • Most common logic cells in the final layout: ha_1 (19), inv_1 (14), clkdlybuf4s50_1 (12)
  • Logic area: between 600 and 700 um^2
  • Top reg by flops: div_clk_cnt
  • Design area: 1320 um^2
  • Area delta synth->final: 33.7%
  • Layout cells sized above 1: 11.7%
  • Top Registers: div_clk_cnt x10
  • Register Area: between 200 and 300 um^2
  • Fillers: 862
  • Top logic cell by instance count in the layout: ha_1
  • Max reg flops: 10

Setup path
  • Worst-path maximum fanout: 2
  • Endpoint type of the worst setup path: output pin
  • CP cell instances: clkdlybuf4s50_1 -> inv_1 -> ha_1 -> a21o_1 -> a21o_1 -> a2111oi_4 -> o32a_1 -> clkdlybuf4s50_1
  • Worst path slowest cell: clkdlybuf4s50_1
  • CP Launch Type: input port
  • Crit path largest cell delay: 0.48 ns
  • Crit path DRT: 3.68 ns
  • CP arrival: 3.23 ns
  • Worst Setup Path Type: in -> out

Detailed routing
  • N_diodes: 0
  • DRT Wirelength: 2320 um
  • Routed len/inst: 10.5 um
  • Routed vias: around 800
  • Vias per std cell: between 3 and 4
  • Post-DRT Antenna Nets: 0
  • Iter 0 DRT Violations: 20
  • Drc violations: 0
  • DR pass1 iterations: 4

Power and ir drop
  • Clock Power Share: 28.9%
  • Switch share: a little under two fifths
  • Power per cell area: 470 nW/um^2
  • P_int: 0.383 mW
  • Comb power frac: between 40% and 50%
  • Psw: 0.237 mW
  • Leakage: 0.607 nW
  • Peak VDD IR: 0.000133 V
  • Reg power frac: 27.8%
  • Final total power: 0.620 mW

Global route
  • Initial antenna violation count: 0
  • First-pass GRT wire length: about 4000 um
  • Grt total ovfl: 0
  • Maximum number of pins on one net before global-route repair: 11
  • Vias in the first global route: 836
  • Global Route Usage Sum: 4.15%

Floorplan
  • Std-Cell Rows: 32
  • Die footprint: 12,100 um^2
  • Io pins: 13
  • Core Region: 7810 um^2
  • DIE WIDTH: 110 um
  • FP Core Util: 12.6%
  • Die Ht: 110 um

Placed design
  • Gpl congestion: 0.847
  • PortBufs: 12
  • Post-DP HPWL: 1850 um
  • Setup WS pre-CTS: 0.544 ns
  • Area after DPL: 1220 um^2

Run
  • Tool Warnings: 27
  • Max cap viols: 0

Worst hold path
  • Min-delay worst type: reg -> reg

Outcome
  • Status: completed
==> cell usage after synthesis, drive strengths merged <==
cell type / number / area (um^2)
nand2: 3 / 11.3
and3: 1 / 6.26
xnor2: 6 / 52.6
dfrtp: 10 / 250
a21o: 5 / 37.5
nor2: 1 / 3.75
and4b: 1 / 10.0
xor2: 2 / 17.5
buf: 1 / 11.3
o32a: 1 / 10.0
o21ai: 3 / 18.8
inv: 15 / 56.3
a21oi: 4 / 20.0
and2: 1 / 6.26
nand4: 4 / 25.0
and3b: 1 / 8.76
ha: 19 / 238
nor3: 1 / 5.00
nand2b: 2 / 12.5
nand3: 4 / 20.0
a2111oi: 1 / 27.5
nor4: 3 / 25.0
a211o: 1 / 8.76
a211oi: 11 / 92.6
nor3b: 1 / 12.5
==> stage by stage <==
stage	cells	util, %
5_1_grt	222	16.9
6_report	222	16.9
3_3_place_gp	215	15.7
4_1_cts	222	16.9
2_1_floorplan	102	-
3_5_place_dp	215	15.7
==> cell type report <==
| type | instances | area share [%] |
|---|---|---|
| multi-input cells | 76 | 50.7 |
| flip-flops and latches | 10 | 19.0 |
| well taps | 102 | 9.67 |
| repair buffers | 11 | 8.34 |
| clock buffers | 8 | 8.06 |
| inverters | 15 | 4.27 |
==> path summary, 6_finish.rpt <==
kind                       cells after the start        endpoint  slack [ns]            from
setup / recovery                               8         clk_out        0.45        div_n[4]
hold / removal                                 1  div_clk_cnt[0]        0.58  div_clk_cnt[0]
setup reg to reg                               4  div_clk_cnt[5]        2.66  div_clk_cnt[5]
hold reg to reg                                1  div_clk_cnt[0]        0.58  div_clk_cnt[0]
max in group asynchronous                      1  div_clk_cnt[9]        3.38           rst_n
min in group asynchronous                      1  div_clk_cnt[0]        0.91           rst_n
==> critical path, delay by kind of cell <==
| family | cells | cell delay, ns |
|---|---|---|
| buf+inv | 3 | 1.02 |
| compound gates | 4 | 0.97 |
| fa+ha+maj | 1 | 0.31 |
==> metal layers <==
| metal | vias to the layer above | global-route usage [%] | share of wire [%] |
|---|---|---|---|
| met1 | 367 | 5.54 | 49 |
| met5 | - | 0 | 0 |
| met2 | 17 | 5.38 | 40 |
| li1 | 411 | - | - |
| met4 | 0 | 1.21 | 2.6 |
| met3 | 7 | 2.59 | 9.2 |
==> power groups by stage <==
| stage | Combinational [mW] | Sequential (mW) | Clock [mW] |
|---|---|---|---|
| 6_report | 0.268 | 0.173 | 0.179 |
| 5_1_grt | 0.309 | 0.182 | 0.194 |
| 4_1_cts | 0.268 | 0.174 | 0.185 |
==> kinds of logic after synthesis <==
| kind of cell | synth area share, % |
|---|---|
| AND-OR/OR-AND | 21.8 |
| XOR/XNOR | 7.10 |
| adder cells (fa/ha/maj) | 24.1 |
| buffers and inverters | 6.84 |
| flip-flops | 25.3 |
| AND/OR/NAND/NOR | 14.8 |
Power figures rest on the tool's default switching activity, not on a simulated workload.
