`design/flow/run.sh`:
```
#!/bin/bash
# OpenROAD 26Q1-2900-gdf79404cd8, Yosys 0.63+post, stock flow scripts
make -C /OpenROAD-flow-scripts/flow DESIGN_CONFIG=/design/flow/config.mk WORK_HOME=/design/flow/orfs finish
```
`design/flow/config.mk`:
```
export PLATFORM = sky130hd
export DESIGN_NAME = Phase_Acc
export DESIGN_NICKNAME = Phase_Acc
export VERILOG_FILES = /design/flow/design.v
export SDC_FILE = /design/flow/constraint.sdc
export NUM_CORES = 4
export LEC_CHECK = 1
export CORE_UTILIZATION = 40
```
`design/flow/constraint.sdc`:
```
current_design Phase_Acc

set clk_period 13.3
set clk_io_pct 0.2

create_clock -name clk0 -period $clk_period [get_ports {clk}]

set non_clock_inputs [all_inputs -no_clocks]
set_input_delay [expr $clk_period * $clk_io_pct] -clock clk0 $non_clock_inputs
set_output_delay [expr $clk_period * $clk_io_pct] -clock clk0 [all_outputs]
```
`design/flow/design.v`:
```
module Phase_Acc
# (parameter ADDR_WIDTH=16)
(
	clk, rst_n, KW, Addr
);
	 input clk;
	 input rst_n;
	 input[27:0] KW;
	 output[ADDR_WIDTH-1:0] Addr;	 
    reg[27:0] Cnt;  
	always @ ( posedge clk or negedge rst_n )
		begin
			if( !rst_n ) 
				Cnt <= 28'd0;
			else if( Cnt == 28'd65535 )
				Cnt <= 0;
			else	
				Cnt <= Cnt + KW;
		end
	 assign Addr = Cnt[ADDR_WIDTH-1:0];
endmodule
```
==> impl_metrics.env <==
# yosys + openroad results
export IMPL_cts_setup_buffers=0
export IMPL_gp_congestion=0.918
export IMPL_cts_made_buffers=3
export IMPL_reg2reg_depth=7
export IMPL_antenna_found_initial=0
export IMPL_synth_edff_count=0
export IMPL_grt_pass1_wl_um=12300
export IMPL_die_size_y_um=83.7
export IMPL_drive_gt1_share_pct=2.92
export IMPL_post_route_period_util_pct=37.6
export IMPL_avgSynthCellArea_sq_um=8.30
export IMPL_grt_max_degree=29
export IMPL_routed_wirelength_um=7510
export IMPL_htreeDepth=1
export IMPL_clk_pin_slew_ps=110
export IMPL_maxCapViolations=0
export IMPL_p_per_area_mw_per_mm2=245
export IMPL_slew_headroom_pct=45.7
export IMPL_rr_endpoint="Cnt[27]"
export IMPL_yosysCellCount=322
export IMPL_cts_root_buf="clkbuf_8"
export IMPL_routed_via_density=6.23
export IMPL_core_sq_mm=0.00639
export IMPL_skew_ps=6.48
export IMPL_ys_flop_type="dfrtp_1"
export IMPL_worst_pin_slew_ps=812
export IMPL_largest_reg_flops=28
export IMPL_p_leak_nw=1.30
export IMPL_endpoint_kind="register"
export IMPL_setup_viol=0
export IMPL_num_antenna_cells=0
export IMPL_min_path_cells=2
export IMPL_ys_area_sq_mm=0.00267
export IMPL_irDropWorstVdd_mv=0.0979
export IMPL_hold_class="reg2reg"
export IMPL_cts_sinks=28
export IMPL_most_common_cell="nor2_1"
export IMPL_top_regs="Cnt (28)"
export IMPL_portBuffers=45
export IMPL_fmax_mhz=200
export IMPL_insertion_delay_ps=290
export IMPL_ys_warnings_count=1
export IMPL_r2r_setup_slack_ps=10600
export IMPL_criticalPathCategory="in2reg"
export IMPL_dp_hpwl_um=5700
export IMPL_grt_pass1_vias=2548
export IMPL_start_kind="input port"
export IMPL_r2r_start="Cnt[20]"
export IMPL_ios=46
export IMPL_crit_required_ps=13510
export IMPL_ys_seq_share_pct=26.2
export IMPL_top_register="Cnt"
export IMPL_drc_errors=0
export IMPL_globalRouteOverflowTotal=0
export IMPL_cts_resized=0
export IMPL_status="finished clean"
export IMPL_critical_path_endpoint="Cnt[26]"
export IMPL_synth_top_area_share_pct=26.2
export IMPL_grt_usage_pct=22.2
export IMPL_postLayoutCoreUtil_pct=48.9
export IMPL_drv_slew=0
export IMPL_num_vias=2618
export IMPL_die_area_sq_mm=0.00701
export IMPL_fill_cells=595
export IMPL_die_width_um=83.7
export IMPL_crit_arrival_ps=5210
export IMPL_synthArstFlopShare_pct=100
export IMPL_ys_types=50
export IMPL_ys_top_cells_by_count="nor2_1, a21oi_1, dfrtp_1, ha_1, nand2_1"
export IMPL_synth_cells=322
export IMPL_critPathLaunch="KW[0]"
export IMPL_antenna_left=0
export IMPL_setup_ws_ps=8310
export IMPL_tritoncts="built"
export IMPL_pre_cts_ws_ps=8010
export IMPL_area_growth_pct=16.8
export IMPL_cts_buffer_depth=2
export IMPL_wl_per_cell_um=17.9
export IMPL_ys_ff=28
export IMPL_hold_violations=0
export IMPL_warning_count=25
export IMPL_rows=29
export IMPL_initial_core_util_pct=41.8
export IMPL_drtIter0Drc=203
export IMPL_rsz0062_at_grt="false"
export IMPL_period_needed_ps=4990
export IMPL_finalSetupTns_ps=0
export IMPL_largest_area_cell="dfrtp_1"
export IMPL_topCellsByArea="dfrtp_1, ha_1, a21oi_1"
export IMPL_hold_buffers=0
export IMPL_first_pass_iters=5
export IMPL_critPathMaxFanout=5
export IMPL_syn_area_sq_mm=0.00267
## report_power, final
group | internal [mW] | leakage (nW) | switching, mW
sequential | 0.133 | 0.324 | 0.0371
combinational | 0.239 | 0.941 | 0.283
clock | 0.0404 | 0.0357 | 0.0315
total | 0.413 | 1.30 | 0.352
## critical path, stage by stage
cell,delay (ps)
clkdlybuf4s50_1,410
ha_1,230
fa_1,400
a21o_1,190
nand4_1,190
a211oi_1,120
o21ai_0,570
o311a_1,240
mux2i_1,190
## cell usage in the layout (no fill, tap or decap), types with 3 or more instances in the layout
cell type        synthesis  final
clkdlybuf4s50_1          0     45
nor2_1                  31     31
dfrtp_1                 28     28
a21oi_1                 28     28
ha_1                    27     27
nand2_1                 25     25
a21o_1                  17     17
nand4_1                 15     15
nor3_1                  14     14
o21ai_0                 10     10
nand3_1                  8      8
o21a_1                   8      8
xnor2_1                  6      6
a211oi_1                 5      5
xor2_1                   5      5
nor4_1                   4      4
or3_1                    4      4
o21bai_1                 4      4
mux2i_1                  4      4
or4_1                    3      3
nand2b_1                 3      3
nor2b_1                  3      3
a31o_2                   3      3
and3_1                   3      3
o31a_1                   3      3
a311oi_1                 3      3
clkbuf_8                 0      3
## through the flow
stage	power [mW]	std cells	area, sq um	hold slack, ps
2_1_floorplan	0.563	322	2670	585
3_3_place_gp	0.687	416	3050	606
3_5_place_dp	0.685	416	3050	619
4_1_cts	0.763	420	3120	649
5_1_grt	0.836	420	3120	661
6_report	0.764	420	3120	637
## worst min path at each step
stage                  start     end  slack (ps)
after CTS             Cnt[0]  Cnt[0]         650
after global routing  Cnt[0]  Cnt[0]         660
final                 Cnt[0]  Cnt[0]         640
## layer usage
metal	global-route usage [%]	share of wire, %	vias up	wire, um
li1	-	-	1259	-
met1	33.1	46	1227	3450
met2	35.5	45	118	3420
met3	2.51	6.2	14	469
met4	5.39	2.3	0	176
met5	0	0	-	0
## kinds of logic after synthesis
group	count (synthesis)	share of synthesized area, %
AOI/OAI and AO/OA	99	25.3
xor gates and xnor gates	11	3.61
adders and majority gates	28	13.4
buffers and inverters	30	6.89
DFF	28	26.2
muxes	4	1.50
and+or+nand+nor	122	23.1
## layout make-up
class	instances	area [sq um]	share of cell area, %
clock buffer	3	41.3	1.32
clock inverter	1	30.0	0.962
multi-input combinational	264	1790	57.3
sequential	28	701	22.5
tap	77	96.3	3.09
timing repair buffer	47	465	14.9
Power figures rest on the tool's default switching activity, not on a simulated workload.
